## design/flow/config.mk

```make
export PLATFORM = sky130hd
export DESIGN_NAME = collision_detect
export DESIGN_NICKNAME = collision_detect
export VERILOG_FILES = /design/flow/design.v
export SDC_FILE = /design/flow/constraint.sdc
export NUM_CORES = 4
export LEC_CHECK = 1
export CORE_AREA = 10 10 97 97
export DIE_AREA = 0 0 107 107
```

## design/flow/constraint.sdc

```tcl
current_design collision_detect

set clk_period 3.3
set clk_io_pct 0.2

create_clock -name clk0 -period $clk_period

set non_clock_inputs [all_inputs -no_clocks]
set_input_delay [expr $clk_period * $clk_io_pct] -clock clk0 $non_clock_inputs
set_output_delay [expr $clk_period * $clk_io_pct] -clock clk0 [all_outputs]
```

## design/flow/design.v

```verilog
module collision_detect(dot_x, dot_y, col1_op, col2_op, col3_op, col4_op, collided);
	input [7:0] dot_x;
	input [6:0] dot_y;
	input [6:0] col1_op;
	input [6:0] col2_op;
	input [6:0] col3_op;
	input [6:0] col4_op;
	output reg collided;
	localparam	COL1 = 8'd32,
					COL2 = 8'd64,
               COL3 = 8'd96,
               COL4 = 8'd128,
					UP_WIDTH = 7'd11,
					DOWN_WIDTH = 7'd34;
	always @(*) 
		begin
			if ((dot_x == COL1 || dot_x == (COL1 + 1'b1)) && (dot_y < col1_op - UP_WIDTH || dot_y > (col1_op + DOWN_WIDTH)))
				collided = 1'b1;  
			else if ((dot_x == COL2 || dot_x == (COL2 + 1'b1)) && (dot_y < col2_op - UP_WIDTH || dot_y > (col2_op + DOWN_WIDTH)))
				collided = 1'b1; 
			else if ((dot_x == COL3 || dot_x == (COL3 + 1'b1)) && (dot_y < col3_op - UP_WIDTH|| dot_y > (col3_op + DOWN_WIDTH)))
				collided = 1'b1; 
			else if ((dot_x == COL4 || dot_x == (COL4 + 1'b1)) && (dot_y < col4_op - UP_WIDTH || dot_y > (col4_op + DOWN_WIDTH)))
				collided = 1'b1; 
			else if (dot_y == 7'd121)
				collided = 1'b1;
			else
				collided = 1'b0;
		end
endmodule
```

## design/flow/run.sh

```bash
#!/bin/bash
# OpenROAD 26Q1-2900-gdf79404cd8, Yosys 0.63+post, stock flow scripts
make -C /OpenROAD-flow-scripts/flow DESIGN_CONFIG=/design/flow/config.mk WORK_HOME=/design/flow/orfs finish
```

==> ci_impl_report.md <==
## Implementation flow summary

| Metric | Value |
|---|---|
| Critical path type | in -> out |
| Max transition margin | 0.803 |
| Delay-heaviest family, CP | simple AND/OR/NAND/NOR gates |
| Yosys warning count | 1 |
| Syn Std Cell Area | roughly 1900 um^2 |
| Synth area leader | ha_1 |
| Drt via density | 4.68 |
| Req. time, crit path | between 2 and 3 ns |
| Placer Congestion | slightly below 0.9 |
| FF+latch count | 0 |
| Core Density at Floorplan | 0.265 |
| Worst-margin pin slew | 0.293 ns |
| Die Height | around 110 um |
| Detailed placement HPWL | 4.70 mm |
| Num rows | 31 |
| Placed instance count | roughly 450 |
| Pwr Density | 134 nW/um^2 |
| Status | completed |
| CLK BUF | 0 |
| Bufs and invs on worst path | 2 |
| Share of cells above drive strength 1 | 0.354 |
| Pins over their slew limit | 0 |
| Worst Setup Start Kind | primary input |
| # IOs | 44 |
| First-pass GRT wire length | 9.29 mm |
| Initial DRC count | 46 |
| Chip area | between 10000 and 15000 um^2 |
| Unrepaired setup endpoints after global routing | true |
| Post-CTS Hold Fix Bufs | 0 |
| Yosys cell types | 28 |
| Fin crit period | 3.29 ns |
| Vias in the first global route | 2046 |
| Hold Crit Class | in -> out |
| Area of placed instances | approximately 2900 um^2 |
| Syn avg cell area | ~7.8 um^2 |
| CP Data Arrival Time | approximately 2.6 ns |
| Fmax | between 300 and 400 MHz |
| Max-area cell share | 0.441 |
| Inserted Diodes | 0 |
| Largest net degree at the start of global routing | 8 |
| Post-DRT Antenna Nets | 0 |
| Main area contributors after synthesis | ha_1 44%, xor2_1 9.1%, xnor2_1 7.3%, a21oi_1 5.4%, inv_1 3.7% |
| Design area | about 3200 um^2 |
| Max-cap viol count | 0 |
| Non-filler cells, final | around 450 |
| Ys cells | 248 |
| CP endpoint kind | output pin |
| Critical Path Max Stage Delay | 0.57 ns |
| Slowest cell on the critical path | or4b_4 |
| GR Util All Layers | 0.0945 |
| OpenROAD warnings | 42 |
| VDD IR max | 0.0622 mV |
| Drt pass-1 iters | 4 |
| Leak | ~1.5 nW |
| Final hold violation count | 0 |
| Design Power | between 400 and 500 uW |
| Initial antenna violation count | 0 |
| Gate Count Post-Synth | around 250 |
| Wirelength per Cell | 12.6 um |
| Fin Hold WS | approximately 2 ns |
| Area grow syn2layout | 66.0% |
| Port bufs | roughly 43 |
| Seq. cell area | 0 um^2 |
| Seq/Total Area, Yosys | 0 |
| Core Box Area | between 7000 and 8000 um^2 |
| Setup TNS | 0 ns |
| Post-route DRC | 0 |
| YS chip area | ~1900 um^2 |
| Crit Path Max Fanout | 2 |
| Combinational gate area | roughly 2100 um^2 |
| GRT overflow | 0 |
| CP Cell Sequence | dlygate4sd2_1, or4_4, or4b_4, a2111oi_4, nor4_2, o211ai_1, buf_2 |
| DR vias | 2101 |
| Drt total wl | between 5 and 6 mm |
| Die Wd | 107 um |
| Fin crit share | 0.997 |
| Final setup fails | 0 |
| Fillers | 730 |
## area by class of cell
class,instances,share of cell area
inverter,19,0.0223
tap,99,0.0387
multi-input combinational,221,0.659
timing repair buffer,110,0.280
## power breakdown
part / internal (mW) / total, mW / leakage [nW] / switching [mW]
Clock: 0 / 0 / 0 / 0
Sequential: 0 / 0 / 0 / 0
Combinational: 0.221 / 0.430 / 1.49 / 0.209
## final timing paths
path	start	to	slack, ns	cells after the start
max	dot_x[2]	collided	0.01	7
min	dot_x[1]	collided	2.00	7
## repair_timing
action	CTS	global route
endpoints found under the setup margin	1	1
gates resized	110	23
pin swaps	51	30
buffers inserted	4	0
## routing by layer
metal | share of wire | vias up | track usage
li1 | - | 1119 | -
met1 | 0.55 | 953 | 0.140
met3 | 0.017 | 0 | 0.00485
met5 | 0 | - | 0
met2 | 0.44 | 29 | 0.156
met4 | 0 | 0 | 0
## synthesized netlist by cell type (all sizes together)
| cell type | number |
|---|---|
| o2111ai | 2 |
| o31ai | 1 |
| a31oi | 1 |
| ha | 68 |
| xor2 | 20 |
| nor3 | 10 |
| a21oi | 21 |
| o211ai | 2 |
| nor4 | 2 |
| nor2b | 4 |
| xnor2 | 16 |
| nand3 | 10 |
| inv | 19 |
| o21a | 1 |
| or4 | 1 |
| nand3b | 3 |
| a211oi | 6 |
| a221oi | 1 |
| nand4 | 5 |
| nand2 | 12 |
| o21ai | 14 |
| a41oi | 4 |
| a2111oi | 1 |
| clkbuf | 8 |
| a21o | 3 |
| or4b | 1 |
| nor2 | 12 |
## kinds of logic after synthesis
| group | share of synthesized area |
|---|---|
| buf+inv | 0.0525 |
| compound gates | 0.184 |
| fa+ha+maj | 0.441 |
| simple gates | 0.159 |
| xor+xnor | 0.163 |
## layout by cell type (no fill, tap or decap), drive strengths merged, types with 2 or more instances in the layout
cell,Yosys,final
buf,0,76
ha,68,68
a21oi,21,21
xor2,20,20
inv,19,19
dlygate4sd2,0,18
xnor2,16,16
o21ai,14,14
nor2,12,12
nand2,12,12
clkdlybuf4s50,0,11
nor3,10,10
nand3,10,10
a211oi,6,6
nand4,5,5
a41oi,4,4
nor2b,4,4
a21o,3,3
nand3b,3,3
clkdlybuf4s15,0,3
o2111ai,2,2
o211ai,2,2
nor4,2,2
## stage by stage
step                setup slack (ns)  utilization
detailed placement            -0.833        0.401
floorplan                      0.340            -
finish                        0.0111        0.439
CTS                          0.00259        0.431
global route                 -0.0888        0.439
global placement              -0.831        0.401
Power and IR drop assume default switching activity.
