==> design/flow/design.v <==
module dot_cord(reset_col, dot_y_cord, dot_x_cord, dot_clk, up, collided, keep_moving);
	input dot_clk;
	input up;
	input collided;
	input keep_moving;
	output reg [6:0] dot_y_cord = 7'd59;
	output reg [7:0] dot_x_cord = 8'd0;
	output reg reset_col;
	always @(posedge dot_clk)
	begin
		if (collided) begin
			dot_y_cord <= 7'd59;
			dot_x_cord <= 8'd0;
			reset_col <= 1'b0;
			end
		else if (!keep_moving) begin
			dot_x_cord <= dot_x_cord;
			dot_y_cord <= dot_y_cord;
			reset_col <= 1'b1;
			end
		else if (dot_x_cord == 8'd160) begin
			reset_col <= 1'b0;
			dot_x_cord <= 8'd0;
			end
		else if (up) begin
			dot_y_cord <= dot_y_cord - 1;
			dot_x_cord <= dot_x_cord + 1;
			reset_col <= 1'b1;
			end
		else begin
			dot_y_cord <= dot_y_cord + 1;
			dot_x_cord <= dot_x_cord + 1;
			reset_col <= 1'b1;
			end
	end
endmodule
==> design/flow/run.sh <==
#!/bin/bash
# OpenROAD 26Q1-2900-gdf79404cd8, Yosys 0.63+post, stock flow scripts
make -C /OpenROAD-flow-scripts/flow DESIGN_CONFIG=/design/flow/config.mk WORK_HOME=/design/flow/orfs finish
==> design/flow/config.mk <==
export PLATFORM = sky130hd
export DESIGN_NAME = dot_cord
export DESIGN_NICKNAME = dot_cord
export VERILOG_FILES = /design/flow/design.v
export SDC_FILE = /design/flow/constraint.sdc
export NUM_CORES = 4
export LEC_CHECK = 1
export CORE_AREA = 10 10 84 84
export DIE_AREA = 0 0 94 94
==> design/flow/constraint.sdc <==
current_design dot_cord

set clk_period 2.6
set clk_io_pct 0.2

create_clock -name clk0 -period $clk_period [get_ports {dot_clk}]

set non_clock_inputs [all_inputs -no_clocks]
set_input_delay [expr $clk_period * $clk_io_pct] -clock clk0 $non_clock_inputs
set_output_delay [expr $clk_period * $clk_io_pct] -clock clk0 [all_outputs]
==> impl_metrics.py <==
# Synthesis and PnR figures
metrics = {
    "cells_and_area": {
        "nFillCells": 591,
        "drive_gt1_share_pct": 10.4,
        "utilization_pct": 24.2,
        "syn2layout_area_growth_pct": 40.3,
    },
    "global_route": {
        "grt_busiest_layer": "met2",
        "grt_max_degree": 10,
        "grt_pass1_vias": 723,
        "track_usage_pct": 4.78,
        "grt_pass1_wl_mm": 3.52,
        "grtUsageMet3_pct": 1.62,
        "use_met1_pct": 5.81,
        "antenna_found_initial": 0,
        "use_met2_pct": 8.24,
        "overflow": 0,
    },
    "synthesis": {
        "ys_area_um2": 897,
        "ys_warn_count": 1,
        "ys.flops": 16,
        "synth_area_um2": 897,
        "ys_async_sr_fraction_pct": 0,
        "syn_avg_cell_area_um2": 9.06,
        "flop_cell": "dfxtp_1",
        "synth-edff-count": 0,
        "ys_seq_share_pct": 35.7,
        "netlist_instances": 99,
        "synth_stat.cells": 99,
        "synth_cell_types": 33,
    },
    "floorplanning": {
        "dieArea_mm2": 0.00884,
        "die_y_um": 94,
        "row_count": 26,
        "die_w_um": 94,
        "core_mm2": 0.00520,
        "fp-utilization_pct": 17.2,
        "boundaryPins": 20,
    },
    "power_and_ir_drop": {
        "seqPwrFrac_pct": 41.9,
        "swShare_pct": 25.8,
        "internal_power_uw": 499,
        "p_per_area_mw_per_mm2": 535,
        "leakage_nw": 0.517,
        "pwr-share-clk_pct": 32.4,
        "p_total_uw": 673,
        "ir_worst_vdd_v": 0.000224,
        "p_sw_uw": 174,
        "pwr-share-comb_pct": 25.7,
    },
    "placed_design": {
        "gp_congestion": 0.819,
        "pre_cts_ws_ps": -64.0,
        "port_buffers": 19,
        "hpwlAfterDp_mm": 1.64,
    },
    "job": {
        "maxCapViolCount": 0,
        "warning_count": 26,
    },
    "timing": {
        "slew_violations": 0,
        "finClkSkew_ps": 1.26,
        "rsz0062_at_grt": "false",
        "worst_pin_slew_ps": 358,
        "clock.fmax_mhz": 417,
        "maxSlewHeadroom_pct": 76.1,
        "hold_violations": 0,
        "setup_viol": 0,
        "period_minus_slack_ps": 2400,
        "fin_crit_sh_pct": 92.2,
        "setup_ws_ps": 203,
    },
    "detailed_routing": {
        "wl_mm": 2.04,
        "viasPerCell": 3.83,
        "wl_per_cell_um": 10.5,
        "firstDrtPassIters": 4,
        "first_iter_violations": 27,
        "route.detailed.drc": 0,
        "vias": 747,
        "ant_nets": 0,
        "route.antenna.diode_count": 0,
    },
    "setup_path": {
        "end_kind": "register",
        "critPathMaxFanout": 4,
        "start_kind": "input pin",
        "critPathKind": "input pin to register",
        "critPathArrivalTime_ps": 2530,
        "cp.required_ps": 2730,
    },
    "status": {
        "status": "finished, final reports clean",
    },
    "min_path": {
        "hold_path_class": "register to register",
    },
    "clock_network": {
        "clock-sinks": 16,
        "holdBufCountCts": 0,
        "cts_tree": "built",
        "cts_buffers": 3,
        "path_clk_slew_ps": 60,
        "cts_setup_buffers": 0,
        "cts.repair.resized": 0,
        "htree_levels": 1,
        "clkLatencyLatePin_ps": 240,
        "cts_buffer_depth": 2,
        "root_buffer": "clkbuf_8",
    },
}
metal layers:
layer	part of all wire, %	vias up
met3	4.5	2
met2	50	7
met5	0	-
met1	45	344
li1	-	394
met4	0.64	0
path summary, 6_finish.rpt:
kind	startpoint	slack (ps)	depth (start not counted)	end
max	up	200	8	dot_y_cord[6]
min	dot_y_cord[2]	500	2	dot_y_cord[2]
max reg2reg	dot_y_cord[0]	620	7	dot_y_cord[6]
min reg2reg	dot_y_cord[2]	500	2	dot_y_cord[2]
final cells by class:
| class | instances | area [um^2] | share of cell area [%] |
|---|---|---|---|
| sequential | 16 | 320 | 25.4 |
| timing repair buffer | 25 | 235 | 18.7 |
| multi-input combinational | 73 | 534 | 42.4 |
| tap | 70 | 87.6 | 6.96 |
| inverter | 7 | 26.3 | 2.09 |
| clock buffer | 4 | 55.1 | 4.37 |
critical path: stages:
cell	delay (ps)
clkdlybuf4s50_1	530
inv_1	90
fa_1	440
nor2b_1	150
o31a_1	200
o22ai_4	90
mux2i_1	170
mux2_1	330
registers in the layout (all words and copies together) (netlist names):
signal	flops
reset_col	1
dot_x_cord	8
dot_y_cord	7
synthesized netlist by cell type (2+ instances only):
library cell	count	area (um^2)
nand4_1	3	18.8
dfxtp_1	16	320
o211ai_1	2	15.0
ha_1	7	87.6
nor2_1	10	37.5
o21ai_0	2	10.0
xor2_1	8	70.1
a21oi_1	4	20.0
xnor2_1	3	26.3
inv_1	7	26.3
nor2b_1	2	12.5
and3_1	2	12.5
a211oi_1	2	15.0
nand2_1	12	45.0
placed cells by master (no fill, tap or decap), types with 2 or more instances in the layout:
master           count
clkdlybuf4s50_1     19
dfxtp_1             16
nand2_1             12
nor2_1              10
xor2_1               8
inv_1                7
ha_1                 7
buf_4                6
a21oi_1              4
clkbuf_8             4
xnor2_1              3
nand4_1              3
a211oi_1             2
o21ai_0              2
o211ai_1             2
nor2b_1              2
and3_1               2
power by group through the flow:
stage	Clock, mW	Combinational [mW]	Sequential [mW]
CTS	0.226	0.177	0.283
global route	0.238	0.197	0.286
finish	0.218	0.173	0.282
through the flow:
stage	std cells	instance area [um^2]	hold WS [ps]	TNS, ps
4_1_cts	195	1260	501	0
3_3_place_gp	191	1200	493	-10.6
5_1_grt	195	1260	519	0
2_1_floorplan	99	897	436	0
6_report	195	1260	502	0
3_5_place_dp	191	1200	489	-64.0
cell families after synthesis:
logic type                 after synthesis  synth area share, %
muxes                                    2                 2.37
AOI/OAI and AO/OA                       19                 17.3
adders and majority gates                8                 12.0
buffers and inverters                   10                 4.74
xor gates and xnor gates                11                 10.7
and+or+nand+nor                         33                 17.2
DFF                                     16                 35.7
Power figures rest on the tool's default switching activity, not on a simulated workload.
